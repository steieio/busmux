==> design/flow/run.sh <==
#!/bin/bash
# OpenROAD 26Q1-2900-gdf79404cd8, Yosys 0.63+post, stock flow scripts
make -C /OpenROAD-flow-scripts/flow DESIGN_CONFIG=/design/flow/config.mk WORK_HOME=/design/flow/orfs finish
==> design/flow/config.mk <==
export PLATFORM = sky130hd
export DESIGN_NAME = busmux
export DESIGN_NICKNAME = busmux
export VERILOG_FILES = /design/flow/design.v
export SDC_FILE = /design/flow/constraint.sdc
export NUM_CORES = 4
export LEC_CHECK = 1
export CORE_UTILIZATION = 30
==> design/flow/constraint.sdc <==
current_design busmux

set clk_period 4.4
set clk_io_pct 0.2

create_clock -name clk0 -period $clk_period [get_ports {i_clk}]

set non_clock_inputs [all_inputs -no_clocks]
set_input_delay [expr $clk_period * $clk_io_pct] -clock clk0 $non_clock_inputs
set_output_delay [expr $clk_period * $clk_io_pct] -clock clk0 [all_outputs]
==> design/flow/design.v <==
module busmux #(
    parameter DATAW = 8
) (
    input  wire               i_clk,
    input  wire               i_rst,
    input  wire               i_stb,
    input  wire               i_we,
    input  wire [7:0]         i_addr,
    input  wire [(DATAW-1):0] i_data,
    output wire               o_ack,
    output wire [(DATAW-1):0] o_data, 
    output wire               o_xor
);
    wire [(DATAW-1):0] r2_data;
    wire [(DATAW-1):0] r3_data;
    wire [(DATAW-1):0] r4_data;
    wire [(DATAW-1):0] r5_data;
    wire              xor2;
    wire              xor3;
    wire              xor4;
    wire              xor5;
    reg               r2_we;
    reg               r3_we;
    reg               r4_we;
    reg               r5_we;
    reg               r_stb;
    reg               r_ack;
    reg [(DATAW-1):0] r_data;
    assign o_ack = r_ack;
    assign o_data = r_data;
    assign o_xor = ^{xor5, xor4, xor3, xor2};
    tworegs r2 (
        .i_clk (i_clk),
        .i_rst (i_rst),
        .i_we  (r2_we),
        .i_addr (i_addr),
        .i_data (i_data),
        .o_data (r2_data),
        .o_xor (xor2)
    );
    threeregs r3 (
        .i_clk (i_clk),
        .i_rst (i_rst),
        .i_we  (r3_we),
        .i_addr (i_addr),
        .i_data (i_data),
        .o_data (r3_data),
        .o_xor (xor3)
    );
    fourregs r4 (
        .i_clk (i_clk),
        .i_rst (i_rst),
        .i_we  (r4_we),
        .i_addr (i_addr),
        .i_data (i_data),
        .o_data (r4_data),
        .o_xor (xor4)
    );
    fiveregs r5 (
        .i_clk (i_clk),
        .i_rst (i_rst),
        .i_we  (r5_we),
        .i_addr (i_addr),
        .i_data (i_data),
        .o_data (r5_data),
        .o_xor (xor5)
    );
    always @(posedge i_clk) begin
        if (i_stb && i_we) begin
            r2_we <= (i_addr[6:4]==3'h0);
            r3_we <= (i_addr[6:4]==3'h1);
            r4_we <= (i_addr[6:4]==3'h2);
            r5_we <= (i_addr[6:4]==3'h3);
        end else begin
            r2_we <= 1'b0;
            r3_we <= 1'b0;
            r4_we <= 1'b0;
            r5_we <= 1'b0;
        end
    end
    always @(posedge i_clk) begin
        case(i_addr[6:4])
        3'h0:    r_data <= r2_data;
        3'h1:    r_data <= r3_data;
        3'h2:    r_data <= r4_data;
        default: r_data <= r5_data;
        endcase
    end   
    always @(posedge i_clk) begin
        r_stb <= i_stb;
    end
    always @(posedge i_clk) begin
        if (!r_ack) begin
            r_ack <= r_stb;
        end else begin
            r_ack <= 1'b0;
        end
    end
endmodule
module fiveregs #(
    parameter DATAW = 8
) (
    input  wire               i_clk,
    input  wire               i_rst,
    input  wire               i_we,
    input  wire [7:0]         i_addr,
    input  wire [(DATAW-1):0] i_data,
    output wire [(DATAW-1):0] o_data,
    output wire               o_xor
);
    reg [(DATAW-1):0] reg0;
    reg [(DATAW-1):0] reg1;
    reg [(DATAW-1):0] reg2;
    reg [(DATAW-1):0] reg3;
    reg [(DATAW-1):0] reg4;
    reg [(DATAW-1):0] r_data;
    assign o_data[(DATAW-1):0] = r_data[(DATAW-1):0];
    assign o_xor = ^{reg4, reg3, reg2, reg1, reg0};
    always @(posedge i_clk) begin
        if (i_rst) begin
            reg0 <= 32'h0;
            reg1 <= 32'h0;
            reg2 <= 32'h0;
            reg3 <= 32'h0;
            reg4 <= 32'h0;
        end
        else if (i_we) begin
            case(i_addr[2:0])
            3'h0: reg0 <= i_data;
            3'h1: reg1 <= i_data;
            3'h2: reg2 <= i_data;
            3'h3: reg3 <= i_data;
            3'h4: reg4 <= i_data;
            default: begin end
            endcase
        end
    end
    always @(posedge i_clk) begin
        case(i_addr[2:0])
        3'h0:    r_data <= reg0;
        3'h1:    r_data <= reg1;
        3'h2:    r_data <= reg2;
        3'h3:    r_data <= reg3;
        default: r_data <= reg4;
        endcase
    end
endmodule
module fourregs #(
    parameter DATAW = 8
) (
    input  wire               i_clk,
    input  wire               i_rst,
    input  wire               i_we,
    input  wire [7:0]         i_addr,
    input  wire [(DATAW-1):0] i_data,
    output wire [(DATAW-1):0] o_data,
    output wire               o_xor
);
    reg [(DATAW-1):0] reg0;
    reg [(DATAW-1):0] reg1;
    reg [(DATAW-1):0] reg2;
    reg [(DATAW-1):0] reg3;
    reg [(DATAW-1):0] r_data;
    assign o_data[(DATAW-1):0] = r_data[(DATAW-1):0];
    assign o_xor = ^{reg3, reg2, reg1, reg0};
    always @(posedge i_clk) begin
        if (i_rst) begin
            reg0 <= 32'h0;
            reg1 <= 32'h0;
            reg2 <= 32'h0;
            reg3 <= 32'h0;
        end
        else if (i_we) begin
            case(i_addr[1:0])
            2'h0: reg0 <= i_data;
            2'h1: reg1 <= i_data;
            2'h2: reg2 <= i_data;
            2'h3: reg3 <= i_data;
            default: begin end
            endcase
        end
    end
    always @(posedge i_clk) begin
        case(i_addr[1:0])
        2'h0:    r_data <= reg0;
        2'h1:    r_data <= reg1;
        2'h2:    r_data <= reg2;
        default: r_data <= reg3;
        endcase
    end
endmodule
module threeregs #(
    parameter DATAW = 8
) (
    input  wire               i_clk,
    input  wire               i_rst,
    input  wire               i_we,
    input  wire [7:0]         i_addr,
    input  wire [(DATAW-1):0] i_data,
    output wire [(DATAW-1):0] o_data,
    output wire               o_xor
);
    reg [(DATAW-1):0] reg0;
    reg [(DATAW-1):0] reg1;
    reg [(DATAW-1):0] reg2;
    reg [(DATAW-1):0] r_data;
    assign o_data[(DATAW-1):0] = r_data[(DATAW-1):0];
    assign o_xor = ^{reg2, reg1, reg0};
    always @(posedge i_clk) begin
        if (i_rst) begin
            reg0 <= 32'h0;
            reg1 <= 32'h0;
            reg2 <= 32'h0;
        end
        else if (i_we) begin
            case(i_addr[1:0])
            2'h0: reg0 <= i_data;
            2'h1: reg1 <= i_data;
            2'h2: reg2 <= i_data;
            default: begin end
            endcase
        end
    end
    always @(posedge i_clk) begin
        case(i_addr[1:0])
        2'h0:    r_data <= reg0;
        2'h1:    r_data <= reg1;
        default: r_data <= reg2;
        endcase
    end
endmodule
module tworegs #(
    parameter DATAW = 8
) (
    input  wire               i_clk,
    input  wire               i_rst,
    input  wire               i_we,
    input  wire [7:0]         i_addr,
    input  wire [(DATAW-1):0] i_data,
    output wire [(DATAW-1):0] o_data,
    output wire               o_xor
);
    reg [(DATAW-1):0] reg0;
    reg [(DATAW-1):0] reg1;
    reg [(DATAW-1):0] r_data;
    assign o_data[(DATAW-1):0] = r_data[(DATAW-1):0];
    assign o_xor = ^{reg1, reg0};
    always @(posedge i_clk) begin
        if (i_rst) begin
            reg0 <= 32'h0;
            reg1 <= 32'h0;
        end
        else if (i_we) begin
            case(i_addr[0])
            2'h0: reg0 <= i_data;
            2'h1: reg1 <= i_data;
            default: begin end
            endcase
        end
    end
    always @(posedge i_clk) begin
        case(i_addr[0])
        2'h0:    r_data <= reg0;
        default: r_data <= reg1;
        endcase
    end
endmodule
==> results.toml <==
# physical design summary
[setup_path]
cp-end-kind = "output pin"
reg2reg_slack_ns = 2.44
r2r_end = "r4.reg3[0]$_SDFFE_PP0P_"
cp.buffers_inverters = 1
worstPathArrival_ns = 2.83
path_max_fanout = 3
rr_worst_depth = 3
crit_chain = "xor2_1, xnor2_1, xnor2_1, xnor3_1, xnor3_1, xnor3_1, clkdlybuf4s50_1"
path_delay_family = "XOR/XNOR gates"
required_ns = 3.52
critical_path.most_common_cell = "xnor3_1"
cpMaxStageDelayCell = "clkdlybuf4s50_1"
crit_type = "flop to output pin"
cp-startpoint = "r5.reg0[7]$_SDFFE_PP0P_"
worst_path_largest_cell_delay_ns = 0.46
cp-start-kind = "flop"
r2r-start = "r4_we$_SDFF_PN0_"

[clock_network]
cts_tree = "done"
root_buffer = "clkbuf_16"
numCtsBuffers = 17
htree_levels = 4
clkSinkCount = 158
cts_setup_buffers = 0
cts_resized = 0
ctsHoldBuffers = 0
clk_path_buf_depth = 2
clk_pin_slew_worst_paths_ns = 0.06
insertion_delay_ns = 0.42

[timing]
fin_crit_ns = 3.71
grt_setup_unrepaired = "no"
worstMarginPinSlew_ns = 0.852
finalClockPeriodUsage_pct = 84.3
fin_tns_setup_ns = 0
drv_slew = 0
maxSlewHeadroom_pct = 43.1
max_freq_mhz = 270
skew_ns = 0.00653
setup_viol = 0
hold_violations = 0

[global_routing]
grt_max_degree = 67
overflow = 0
grt.total_usage_pct = 15.2
grt_first_pass_wirelength_um = 27400
antenna_found_initial = 0
grt_pass1_vias = 4892

[power_and_ir_drop]
power_density_nw_per_um2 = 403
seq_power_share_pct = 44.1
p_sw_mw = 0.693
combPwrFrac_pct = 4.9
peakVddDrop_mv = 0.298
leakage_nw = 2.75
power_mw = 3.27
swShare_pct = 21.2
clock_power_share_pct = 50.9
p_int_mw = 2.58

[logic_synthesis]
ys_sh_simple_pct = 16.3
topCellsByArea = "dfxtp_1, xnor2_1, nand2_1"
ys_sh_adder_pct = 0
aoi_share_pct = 9.92
ys_area_um2 = 6960
ys_seq_share_pct = 45.4
ys_seq_elements = 158
yosysTopAreaCellShare_pct = 45.4
synth_cells = 779
xor_area_share_pct = 14.2
ys_sh_mux_pct = 11.3
synth.cell_area_um2 = 6960
yosys.cell_types.count = 25
avgSynthCellArea_um2 = 8.94
yosysTopAreaCell = "dfxtp_1"
top_logic_kind = "simple AND/OR/NAND/NOR gates"
ys_warn_count = 5
ys_cells = 779

[status]
status = "finished, final reports clean"

[placement]
gp_congestion = 0.901
dp_cells = 1048
portBuffers = 27
place_area_um2 = 7450
dp_hpwl_um = 11600

[final_layout]
area_delta_synth_final_pct = 16.8
fin_area_um2 = 8130
layout_top_cell = "nand2_1"
fill_cells = 2257
layout_top_cells = "nand2_1, dfxtp_1, a21oi_1, xnor2_1, nand3_1"
fin_cells = 1080
drive_gt1_share_pct = 9.56

[floorplanning]
fp_util_pct = 30.7
fp.dieH_um = 154
dieArea_um2 = 23800
die_width_um = 154
ioPinCount = 30
core_um2 = 22700
rows = 55

[routing]
drt-initial-drc-count = 409
viasPerCell = 4.86
dr_total_vias = 5252
drt-pass1-iter-count = 4
route.detailed.drc = 0
wl_per_cell_um = 16.1
wl_um = 17300
antenna_cells = 0
drtAntennaViolNets = 0

[job]
warnings = 27
drv_cap = 0

[hold_path]
holdPathEnd = "r_ack$_SDFF_PP0_"
hold_start = "r_ack$_SDFF_PP0_"
holdPathStages = 1
hp-class = "flop to flop"
## Yosys cell counts, drive strengths merged
master / instances
mux2i: 24
and2: 5
a22o: 8
mux2: 16
mux4: 16
nand2: 204
o21ai: 8
dfxtp: 158
nor4b: 1
xor2: 12
nor2: 12
xnor2: 93
a21oi: 104
xnor3: 3
and3: 3
nor3: 1
nand3: 43
o211ai: 8
nand2b: 1
or2: 1
buf: 6
nor2b: 5
clkbuf: 47
## worst max-delay path by stage
stage	to	slack, ns	depth (start not counted)
final	o_xor	0.69	7
after CTS	o_xor	0.65	7
after global routing	o_xor	0.56	7
## routing by layer
metal	global-route usage (%)	routed length (um)	vias up	part of all wire, %
met1	23.3	8130	2491	47
li1	-	-	2607	-
met4	2.36	324	0	1.9
met3	2.88	981	20	5.7
met5	0	0	-	0
met2	23.4	7910	134	46
## layout make-up
type                            count  area (um2)  share of cell area [%]
Multi-Input combinational cell    568        3600                    44.2
Clock inverter                     14         236                    2.91
Sequential cell                   158        3160                    38.9
Tap cell                          285         357                    4.39
Clock buffer                       18         439                    5.40
Timing Repair Buffer               37         338                    4.16
## stage by stage
stage	worst slack (ns)	utilization, %	hold WS [ns]
final	0.691	35.8	0.412
after global routing	0.559	35.8	0.445
after CTS	0.650	35.8	0.414
after detailed placement	1.12	32.8	0.405
after global placement	1.13	32.8	0.401
after floorplan	1.82	-	0.367
## worst reg2reg max path, delay by kind of cell, from the launching register on
kind / cells / cell delay [ns]
AND/OR/NAND/NOR: 2 / 0.68
flip-flops: 1 / 0.83
multiplexers: 1 / 0.31
## power by group through the flow
stage,combinational (mW),sequential [mW],clock (mW)
4_1_cts,0.163,1.45,1.69
5_1_grt,0.173,1.45,1.75
6_report,0.161,1.45,1.67
## logic make-up after synthesis
family | Yosys count
xor gates and xnor gates | 108
and+or+nand+nor | 276
buffers and inverters | 53
muxes | 56
DFF | 158
AOI/OAI and AO/OA | 128
Power and IR drop assume default switching activity.
